==> ./design.v <==
module car_indicator (
    input clk, resetn, enable,
    input timerin,
    input [2:0] dest,
    input open,
    input shut,
    input [4:0] btnidccar,
    input [4:0] btnidcout,
    output timerrst, 
    output reg [2:0] location,
    output reg [1:0] state,
    output reg [2:0] doorcnt,
    output reg [1:0] movecnt
);
    always @(posedge clk or negedge resetn) begin
        if (!resetn) begin
            location <= 1;
            state <= 1;
            doorcnt<= 5;
            movecnt<=0;
        end
        else if (state == 0) begin
            if(doorcnt == 0 || !shut)begin  
                state <= 1;
                doorcnt <=5;  
            end
            else if (!open) begin  
                if (doorcnt < 2)
                    doorcnt <= 2;
            end
            else if(doorcnt != 0) begin 
                if(timerin)  
                    doorcnt <= doorcnt - 1;
                location <= location;
            end
        end
        else if (state == 1) begin
            if (location == dest) begin 
                location <= location;
                if (!open)
                    state <= 0;
            end
            else begin
                if (location < dest)  
                    state <= 2;
                else  
                    state <= 3;
                movecnt <= 2;  
            end
        end
        else begin  
            if (location == dest ||(btnidccar[location-1]||btnidcout[location-1])) begin
                state <= 0;
                doorcnt <= 5;
            end
            else if (movecnt == 0) begin            
                if (state == 2) begin
                    if (location < dest)begin
                        location <= location + 1;
                        movecnt <= 2;
                    end
                    else 
                        state <= 0;
                end
                else begin
                    if (location > dest) begin
                        location <= location - 1;
                        movecnt <= 2;
                    end
                    else 
                        state <= 0;
                end
            end
            else if(timerin)
                movecnt <= movecnt - 1;            
        end
    end
    assign timerrst = !open && (state == 0);
endmodule
module counter_1s (
    input clk,
    input resetn,
    input enable,
    output carryOut,
    output reg [3:0] countVal
);
    reg [6:0] countClk;
    reg [9:0] count1000;
    reg [6:0] count100;
    wire countClk_exp;
    wire count1000_exp;
    wire count100_exp;
    parameter par_num_clk = 65;  
    parameter par_num_1000 = 999;  
    parameter par_num_100 = 99;  
    parameter par_100ms = 9;
    always @(posedge clk or negedge resetn) begin
        if (!resetn) countClk <= 0;
        else if (enable) begin
            if (countClk_exp) countClk <= 0;
            else countClk <= countClk + 1;
        end
        else countClk <= countClk;
    end
    always @(posedge clk or negedge resetn) begin
        if (!resetn) count1000 <= 0;
        else if (enable) begin
            if (count1000_exp) count1000 <= 0;
            else if (countClk_exp) count1000 <= count1000 + 1;
            else count1000 <= count1000;
        end
        else count1000 <= count1000;
    end
    always @(posedge clk or negedge resetn) begin
        if (!resetn) count100 <= 0;
        else if (enable) begin
            if (count100_exp) count100 <= 0;
            else if (count1000_exp) count100 <= count100 + 1;
            else count100 <= count100;
        end
        else count100 <= count100;
    end
    always @(posedge clk or negedge resetn) begin
        if (!resetn) countVal <= 0;
        else if (enable) begin
            if (carryOut) countVal <= 0;
            else if (count100_exp) countVal <= countVal + 1;
            else countVal <= countVal;
        end
        else countVal <= countVal;
    end
    assign countClk_exp = (countClk == par_num_clk);
    assign count1000_exp = countClk_exp & (count1000 == par_num_1000);
    assign count100_exp = count1000_exp & (count100 == par_num_100);
    assign carryOut = count100_exp & (countVal == par_100ms);
endmodule
module dest_setter (
    input clk, resetn, enable,
    input [4:0] btncar,
    input [4:0] btnout,
    input [1:0] state,
    input [2:0] location,
    output reg [2:0] dest,
    output [4:0] btnidccar,
    output [4:0] btnidcout
);
    always @(posedge clk or negedge resetn) begin
        if (!resetn) begin
            dest <= 1;
        end
        else if((state==0||state==1)) begin
            if(btnidcout[0] || btnidccar[0])
                dest<=1;
            if(btnidcout[1] || btnidccar[1])
                dest<=2;
            if(btnidcout[2] || btnidccar[2])
                dest<=3;
            if(btnidcout[3] || btnidccar[3])
                dest<=4;
            if(btnidcout[4] || btnidccar[4])
                dest<=5;
        end
        else begin  
            if (((state == 2) && (btnidcout[dest-1] || btnidccar[dest-1])) || ((state == 3) && !(btnidcout[dest-1] || btnidccar[dest-1])))begin  
                if (dest<2)begin
                    if(btnidcout[1] || btnidccar[1])
                        dest<=2;
                end
                if (dest<3)begin
                    if(btnidcout[2] || btnidccar[2])
                        dest<=3;
                end
                if (dest<4)begin
                    if(btnidcout[3] || btnidccar[3])
                        dest<=4;
                end
                if (dest<5)begin
                    if(btnidcout[4] || btnidccar[4])
                        dest<=5;
                end
            end
            else if (( (state == 3) && (btnidcout[dest-1] || btnidccar[dest-1])) || ((state == 2) && !(btnidcout[dest-1] || btnidccar[dest-1])))begin
                if (dest>4)begin
                    if(btnidcout[3] || btnidccar[3])
                        dest<=4;
                end
                if (dest>3)begin
                    if(btnidcout[2] || btnidccar[2])
                        dest<=3;
                end
                if (dest>2)begin
                    if(btnidcout[1] || btnidccar[1])
                        dest<=2;
                end
                if (dest>1)begin
                    if(btnidcout[0] || btnidccar[0])
                        dest<=1;
                end
            end
        end
    end
    assign btnoff1 = (((location==1)&&(state == 0 || state == 1))||!resetn);
    assign btnoff2 = (((location==2)&&(state == 0 || state == 1))||!resetn);
    assign btnoff3 = (((location==3)&&(state == 0 || state == 1))||!resetn);
    assign btnoff4 = (((location==4)&&(state == 0 || state == 1))||!resetn);
    assign btnoff5 = (((location==5)&&(state == 0 || state == 1))||!resetn);
    pushbutton btn_car1(.clk(clk), .resetn(!btnoff1), .pushn(btncar[0]), .push(btnidccar[0]));
    pushbutton btn_car2(.clk(clk), .resetn(!btnoff2), .pushn(btncar[1]), .push(btnidccar[1]));
    pushbutton btn_car3(.clk(clk), .resetn(!btnoff3), .pushn(btncar[2]), .push(btnidccar[2]));
    pushbutton btn_car4(.clk(clk), .resetn(!btnoff4), .pushn(btncar[3]), .push(btnidccar[3]));
    pushbutton btn_car5(.clk(clk), .resetn(!btnoff5), .pushn(btncar[4]), .push(btnidccar[4]));
    pushbutton btn_out1(.clk(clk), .resetn(!btnoff1), .pushn(btnout[0]), .push(btnidcout[0]));
    pushbutton btn_out2(.clk(clk), .resetn(!btnoff2), .pushn(btnout[1]), .push(btnidcout[1]));
    pushbutton btn_out3(.clk(clk), .resetn(!btnoff3), .pushn(btnout[2]), .push(btnidcout[2]));
    pushbutton btn_out4(.clk(clk), .resetn(!btnoff4), .pushn(btnout[3]), .push(btnidcout[3]));
    pushbutton btn_out5(.clk(clk), .resetn(!btnoff5), .pushn(btnout[4]), .push(btnidcout[4]));
endmodule
module main_module (
            input clk,
            input resetn,
            input open,
            input shut,
            input enable,
            input[4:0] btncar,
            input[4:0] btnout,
            output[2:0] car_location,
            output[2:0] dest,
            output[2:0] state,
            output[4:0] btnidccar,
            output[4:0] btnidcout,
            output[2:0] doorcnt,
            output[1:0] movecnt
    );
    assign open__ = (btncar[car_location-1]&&btnout[car_location-1]&&open);
    car_indicator car(
        .clk(clk),
        .resetn(resetn), 
        .enable(enable), 
        .timerin(incr_second),
        .dest(dest),
        .open(open__),
        .shut(shut),
        .timerrst(timerrst),
        .location(car_location),
        .state(state),
        .doorcnt(doorcnt),  
        .movecnt(movecnt),  
        .btnidccar(btnidccar),
        .btnidcout(btnidcout)
        );
    counter_1s uut(
        .clk(clk),
        .resetn(resetn),
        .enable(enable),
        .carryOut(incr_second),
        .countVal(decimal_point)
    );
    dest_setter mcds(
        .clk(clk),
        .resetn(resetn), 
        .enable(enable), 
        .btncar(btncar),
        .btnout(btnout),
        .state(state),
        .location(car_location),
        .dest(dest),
        .btnidccar(btnidccar),
        .btnidcout(btnidcout)
    );
endmodule
module pushbutton (clk,resetn,pushn,push);
	input clk;
	input resetn;
	input pushn;
	output push;
	reg  push_buf_a1, push_buf_a2; 
	reg  push_sig_a;
	wire push_buf_a;
	always @(posedge clk or negedge resetn) begin
		if (!resetn) begin
			push_buf_a1 <= 0;
			push_buf_a2 <= 1;
		end
		else begin
			if (!pushn) push_buf_a1 <= 1;
			else push_buf_a1 <= 0;
			if (push_buf_a1) push_buf_a2 <= 0;
			else push_buf_a2 <= 1;
		end
	end
	always @(posedge clk or negedge resetn) begin
		if (!resetn) push_sig_a <= 0;
		else if (push_buf_a) push_sig_a <= !push_sig_a;
		else push_sig_a <= push_sig_a;
	end
	assign push_buf_a = push_buf_a1 & push_buf_a2;
	assign push = push_sig_a;
endmodule
==> ./run.sh <==
#!/bin/bash
# OpenROAD 26Q1-2900-gdf79404cd8, Yosys 0.63+post, stock flow scripts
make -C /OpenROAD-flow-scripts/flow DESIGN_CONFIG=/design/flow/config.mk WORK_HOME=/design/flow/orfs finish
==> ./config.mk <==
export PLATFORM = sky130hd
export DESIGN_NAME = main_module
export DESIGN_NICKNAME = main_module
export VERILOG_FILES = /design/flow/design.v
export SDC_FILE = /design/flow/constraint.sdc
export NUM_CORES = 4
export LEC_CHECK = 1
export CORE_UTILIZATION = 30
==> ./constraint.sdc <==
current_design main_module

set clk_period 1.8
set clk_io_pct 0.2

create_clock -name clk0 -period $clk_period [get_ports {clk}]

set non_clock_inputs [all_inputs -no_clocks]
set_input_delay [expr $clk_period * $clk_io_pct] -clock clk0 $non_clock_inputs
set_output_delay [expr $clk_period * $clk_io_pct] -clock clk0 [all_outputs]
==> run notes <==
flow finished, numbers: Starting Density=31.1%, outcome=finished with violations, via count of the first global-routing pass=3,297, switching share of power=36.2%, average cell area after synthesis=9.64 sq um, path type of the worst setup path=flip-flop to flip-flop, Seq share, synth=45.4%, worst slack at placement=-300 ps, Max Root-Sink Buffers=2, max-slew violation total from the final report=0, Max-Slew Margin vs Limit=52.2%, dominant register cell=sky130_fd_sc_hd__dfrtp_1, post-synth area from yosys stat=3950 sq um, area of all placed cells without fillers=5980 sq um, number of cell instances after yosys synthesis=410, number of warning messages in the yosys log=16, number of buffers added by the clock tree synthesis step=9, period utilisation layout=117%, worst IR drop on VDD=634 uV, setup clock skew after layout=6.00 ps, transition time at the pin with the least slew margin=713 ps, total congestion overflow after global routing=0, part of the total power dissipated in the clock network=20.5%, DRT antenna net count=0, Critical Path Fanout Max=4, Leak=2.71 nW, number of warnings the tools reported=38, CTS tree=yes, Final Power=8.62 mW, Chip Area=13,600 sq um, global-route wire length before repair=16,200 um, average routed wire per standard cell=13.9 um, fraction of post-synthesis cell area in the top cell type by area=35.5%, part of the total power dissipated in combinational logic=54.6%, Final Routed Wirelength=10,000 um, count of clock tree sinks=71, power density cells=1440 nW/um^2, clock input transition at the sequential cells of the worst setup and hold paths=60 ps, IO Port Bufs=37, async set or reset register ratio after synthesis=100%, multi-input gate area in the final layout=2290 sq um, hold crit path type=primary input to async pin, Final TNS setup=-3550 ps, achievable frequency=0.475 GHz, register bit total from synthesis=71, routability congestion estimate from global placement=0.932, fraction of layout cells with a size suffix above 1=38.6%, area occupied by registers=1800 sq um, Core Area=12,700 sq um, sequential cell fraction of total power=25.0%, CP endpoint kind=flip-flop, DR DRC count=0, Int Pwr=5.50 mW, count of H-tree levels built during CTS=3, placed wire-length estimate after detailed placement=7210 um, die outline width=117 um, final worst-path setup slack=-303 ps, number of antenna repair diodes=0, Mapped Cells=410, Area Overhead vs Synth=51.2%, final count of negative-setup-slack endpoints=28, switching power of the nets=3.12 mW, largest net degree at the start of global routing=42, cell row count=41, number of detailed-route iterations in the first pass=4, most common cell in the netlist=sky130_fd_sc_hd__dfrtp_1, Fin. Hold Viols=0, distinct lib cells=59, I/O pin count=39, final critical-path required period=2100 ps, root buffer cell=sky130_fd_sc_hd__clkbuf_16, largest area contributor in the synthesized netlist=sky130_fd_sc_hd__dfrtp_1, violations in the final reports=setup timing, overall routing resource usage=15.6%, Die Height=117 um, Placement Cell Area=5190 sq um, insertion delay at the late pin of the worst-skew pair=330 ps, drt initial violations=144, unrepaired setup endpoints after global routing=true, hold buffer count at CTS=0, Arr. time, crit path=2300 ps, number of enable flip-flop cells=0, Vias/cell=4.80, post-synthesis cell area=3950 sq um, crit start category=flip-flop, Post-synth top cells=sky130_fd_sc_hd__dfrtp_1, sky130_fd_sc_hd__nand2_1, sky130_fd_sc_hd__inv_1, antenna violations before repair=0, final-layout fill cell count=1,117, most area-consuming cells after synthesis=sky130_fd_sc_hd__dfrtp_1, sky130_fd_sc_hd__dfstp_2, sky130_fd_sc_hd__ha_1, required time reported for the critical path endpoint=2000 ps, total via count in the routed design=3,460, # Max-Cap Violations=0
==> layout by cell type, fill, tap and decap left out, types with 11 or more instances in the layout <==
cell / n
sky130_fd_sc_hd__nor2_1: 19
sky130_fd_sc_hd__nand2_1: 37
sky130_fd_sc_hd__a21oi_1: 17
sky130_fd_sc_hd__nand3_1: 11
sky130_fd_sc_hd__xnor2_1: 21
sky130_fd_sc_hd__inv_1: 37
sky130_fd_sc_hd__dfstp_2: 15
sky130_fd_sc_hd__clkdlybuf4s50_1: 33
sky130_fd_sc_hd__ha_1: 18
sky130_fd_sc_hd__buf_6: 17
sky130_fd_sc_hd__buf_4: 87
sky130_fd_sc_hd__dfrtp_1: 55
==> power by group through the flow <==
stage / Sequential [mW] / Combinational [mW] / Clock (mW)
after CTS: 2.18 / 4.27 / 1.82
after global routing: 2.19 / 5.15 / 1.87
final: 2.15 / 4.70 / 1.76
==> worst max-delay path, stage by stage (launching register included) <==
cell and delay [ps]:
sky130_fd_sc_hd__dfstp_2 590, sky130_fd_sc_hd__inv_6 60, sky130_fd_sc_hd__ha_4 290, sky130_fd_sc_hd__mux4_2 360, sky130_fd_sc_hd__o2bb2ai_4 180, sky130_fd_sc_hd__a21bo_2 230
sky130_fd_sc_hd__mux2i_1 180, sky130_fd_sc_hd__o22ai_1 100
==> worst paths after layout <==
kind	cells after the start	from	slack, ps	endpoint
worst max register to register	7	car.location[0]	-300	car.movecnt[0]
min in group clk0	1	mcds.btn_out3.push_buf_a1	380	mcds.btn_out3.push_buf_a2
worst min-delay path	2	resetn	180	uut.count100[0]
worst max-delay path	7	car.location[0]	-300	car.movecnt[0]
max in group asynchronous	5	car.location[1]	370	mcds.btn_car5.push_sig_a
worst min register to register	1	mcds.btn_out3.push_buf_a1	380	mcds.btn_out3.push_buf_a2
==> final cells by class <==
class,count,share of cell area (%)
Multi-Input combinational cell,280,38.4
Sequential cell,71,30.1
Timing Repair Buffer,141,20.2
Clock buffer,9,3.77
Tap cell,172,3.60
Inverter,41,2.70
Clock inverter,7,1.24
==> registers in the layout, indices dropped and copies added, names as in the netlist, 2 cells and up <==
signal and count:
car.location 3, car.doorcnt 3, uut.countClk 7, mcds.dest 3
uut.countVal 4, car.state 2, car.movecnt 2, uut.count100 7
uut.count1000 10
==> per-stage QoR <==
stage	util, %	hold WS (ps)	std cells
final	47.0	184	721
after global routing	47.0	226	721
after CTS	44.9	191	712
after detailed placement	40.8	370	684
after global placement	40.8	365	684
after floorplan	-	64.4	410
==> metal layers <==
metal,share of wire (%),global-route usage (%),vias up
met2,48,25.6,101
li1,-,-,1679
met4,1.0,2.03,0
met1,45,22.3,1671
met5,0,0,-
met3,5.9,3.15,9
==> what timing repair did <==
| item | 4_1_cts | 5_1_grt |
|---|---|---|
| pin swaps | 27 | 33 |
| setup endpoints to repair | 32 | 37 |
| resized | 42 | 43 |
| setup buffers | 12 | 10 |
==> logic make-up after synthesis <==
group,synth area share (%)
simple gates,18.8
buf+inv,6.74
compound gates,13.1
other cells,0.0949
fa+ha+maj,7.28
flops,45.4
mux,2.12
xor+xnor,6.43
Power figures rest on the tool's default switching activity, not on a simulated workload.
